==> flow/run.sh <==
#!/bin/bash
# OpenROAD 26Q1-2900-gdf79404cd8, Yosys 0.63+post, stock flow scripts
make -C /OpenROAD-flow-scripts/flow DESIGN_CONFIG=/design/flow/config.mk WORK_HOME=/design/flow/orfs finish
==> flow/config.mk <==
export PLATFORM = sky130hd
export DESIGN_NAME = lfst
export DESIGN_NICKNAME = lfst
export VERILOG_FILES = /design/flow/design.v
export SDC_FILE = /design/flow/constraint.sdc
export NUM_CORES = 4
export LEC_CHECK = 1
export CORE_UTILIZATION = 50
==> flow/constraint.sdc <==
current_design lfst

set clk_period 7.6
set clk_io_pct 0.2

create_clock -name clk0 -period $clk_period [get_ports {clock}]

set non_clock_inputs [all_inputs -no_clocks]
set_input_delay [expr $clk_period * $clk_io_pct] -clock clk0 $non_clock_inputs
set_output_delay [expr $clk_period * $clk_io_pct] -clock clk0 [all_outputs]
==> flow/design.v <==
module lfst(
    input wire        clock,
    input wire        reset_n,
    input wire        flush_i,
    input wire [ 6:0] inst0_ssid_i,
    input wire [ 6:0] inst1_ssid_i,
    input wire [ 6:0] inst2_ssid_i,
    input wire [ 6:0] inst3_ssid_i,
    input wire        inst0_ssid_vld_i,
    input wire        inst1_ssid_vld_i,
    input wire        inst2_ssid_vld_i,
    input wire        inst3_ssid_vld_i,
    input wire        inst0_lfst_we_i,
    input wire        inst1_lfst_we_i,
    input wire        inst2_lfst_we_i,
    input wire        inst3_lfst_we_i,
    input wire [ 6:0] inst0_lfst_data_i,
    input wire [ 6:0] inst1_lfst_data_i,
    input wire [ 6:0] inst2_lfst_data_i,
    input wire [ 6:0] inst3_lfst_data_i,
    input wire [ 6:0] inst0_lfst_idx_i,
    input wire [ 6:0] inst1_lfst_idx_i,
    input wire [ 6:0] inst2_lfst_idx_i,
    input wire [ 6:0] inst3_lfst_idx_i,
    input wire        inst0_lfst_invld_i,
    input wire        inst1_lfst_invld_i,
    input wire [ 6:0] inst0_lfst_invld_idx_i,
    input wire [ 6:0] inst1_lfst_invld_idx_i,
    output reg [ 6:0] inst0_lfs_o,
    output reg [ 6:0] inst1_lfs_o,
    output reg [ 6:0] inst2_lfs_o,
    output reg [ 6:0] inst3_lfs_o,
    output reg        inst0_lfs_vld_o,
    output reg        inst1_lfs_vld_o,
    output reg        inst2_lfs_vld_o,
    output reg        inst3_lfs_vld_o
);
reg [127:0] lfst_vld;
reg [127:0] lfst_array [0:6];
always @ *
begin
  inst0_lfs_o     = lfst_array[inst0_ssid_i];
  inst1_lfs_o     = lfst_array[inst1_ssid_i];
  inst2_lfs_o     = lfst_array[inst2_ssid_i];
  inst3_lfs_o     = lfst_array[inst3_ssid_i];
  inst0_lfs_vld_o = lfst_vld[inst0_ssid_i] && inst0_ssid_vld_i;
  inst1_lfs_vld_o = lfst_vld[inst1_ssid_i] && inst1_ssid_vld_i;
  inst2_lfs_vld_o = lfst_vld[inst2_ssid_i] && inst2_ssid_vld_i;
  inst3_lfs_vld_o = lfst_vld[inst3_ssid_i] && inst3_ssid_vld_i;
end
integer i;
always @ ( posedge clock or negedge reset_n )
begin
    if (!reset_n)
        for (i=0; i<128; i=i+1)
        begin
            lfst_vld[i]   <= 1'b0;
            lfst_array[i] <= 7'b0;
        end
    else if (flush_i)
        for (i=0; i<128; i=i+1)
            lfst_vld[i] <= 1'b0;
    else
        for (i=0; i<128; i=i+1)
        begin
            if (inst3_lfst_we_i && (inst3_lfst_idx_i == i))
            begin
              lfst_vld[i]   <= 1'b1;
              lfst_array[i] <= inst3_lfst_data_i;
            end
            else if (inst2_lfst_we_i && (inst2_lfst_idx_i == i))
            begin
              lfst_vld[i]   <= 1'b1;
              lfst_array[i] <= inst2_lfst_data_i;
            end
            else if (inst1_lfst_we_i && (inst1_lfst_idx_i == i))
            begin
              lfst_vld[i]   <= 1'b1;
              lfst_array[i] <= inst1_lfst_data_i;
            end
            else if (inst0_lfst_we_i && (inst0_lfst_idx_i == i))
            begin
              lfst_vld[i]   <= 1'b1;
              lfst_array[i] <= inst0_lfst_data_i;
            end
            else if ((inst0_lfst_invld_i && (inst0_lfst_invld_idx_i == lfst_array[i])) ||
                     (inst1_lfst_invld_i && (inst1_lfst_invld_idx_i == lfst_array[i])))
              lfst_vld[i]   <= 1'b0;
        end
end
endmodule
==> impl_metrics.ini <==
; yosys + openroad results
[final_timing]
worst_slew_pin_slew_ps = 1160
skew_ps = 16.5
setup_viol = 0
whs_ps = 669
rsz0062_at_grt = no
max_clock_freq_mhz = 169
fin_setup_tns_ps = 0
post-route-period-util_pct = 78.1
hold_viol_final = 0
period_needed_ps = 5930
final-max-slew-violation-count = 0
relSlewSlack_pct = 22.7

[final_layout]
mostFrequentLayoutCell = nand2_1
fillCellCount = 3291
drive_gt1_share_pct = 12.5
final_cell_mix = nand2_1, a22oi_1, dfrtp_1
areaGrowthSynthToFinish_pct = 10.6
fin_cells = 2731

[outcome]
status = finished clean

[power_and_ir_drop]
p_clk_share_pct = 28.7
internal_power_mw = 1.87
pwr-share-comb_pct = 29.6
cellPowerDensity_nw_per_um2 = 146
p_sw_share_pct = 39.2
power.switching_mw = 1.20
ir_worst_vdd_uv = 158
p_seq_share_pct = 41.7
p_leak_nw = 7.71

[synth]
top_area_share_pct = 23.4
synth-simple-area-share_pct = 18.0
yosys.area_share.adder_pct = 0
ys.flops = 177
postSynthSeqShare_pct = 23.4
synthCells = 2252
synth_xor_xnor_area_share_pct = 4.53
synthMuxAreaShare_pct = 21.4
yosys_warnings = 2
ys_chip_area_sq_um = 19000
area_leaders = dfrtp_1, mux4_2, a22oi_1
top_logic_kind = AND-OR/OR-AND gates
ys_sh_aoi_pct = 26.0
async_flop_share_pct = 100
yosys_cells = 2252
synth_area_sq_um = 19000
ys_dominant_reg_cell = dfrtp_1
synth_cell_types = 75
largest_area_cell = dfrtp_1
edf_count = 0
avgSynthCellArea_sq_um = 8.42

[critical_path]
path_cells = buf_2 > buf_4 > mux2i_1 > a221oi_1 > o21ai_0 > o311ai_0 > a32oi_1 > nor4_1 > clkdlybuf4s50_1
cp_data_required_time_ps = 6080
crit_type = in2out
worstRegToRegCells = 4
cp_max_fo = 37
cp.arrival_ps = 4410
critical-path-slowest-cell = buf_2
crit_path_max_incr_delay_ps = 640
crit_path_start_kind = input pin
cp-end-kind = output pin

[floorplan]
core-area_sq_um = 37000
ioPinCount = 143
dieArea_sq_um = 38700
die_h_um = 197
initCoreUtil_pct = 51.3
die_x_um = 197
rows = 70

[min_path]
hold_class = reg2reg
min_path_cells = 1

[grt]
grt_pass1_wl_um = 126000
grt_max_degree = 109
grt_pass1_vias = 19245
grt.met3_usage_pct = 26.9
grt-ovfl-total = 0
grt_use_total_pct = 46.1
grt_antenna_before_repair = 2
grt_use_met2_pct = 60.3
grt_use_met1_pct = 66.1
top_usage_layer = met1

[clocking]
clkSinkCount = 177
cts_inserted_buffers = 17
max-clock-path-buffers = 2
cts_hold_buf = 0
clockRootBuffer = clkbuf_16
postCtsSetupRepairBufs = 0
clk_pin_slew_ps = 70
cts_tree = built
post_cts_resized = 0
clock_latency_ps = 440
htree_levels = 4

[place]
gp_congestion = 1.11
dp.cells = 2696
dp_hpwl_um = 62800
numPortBuffers = 142

[job]
warnings = 28
cap_violations = 0

[detailed_routing]
drtAntennaViolNets = 0
wl_per_cell_um = 31.1
drc_errors = 0
vias = 20308
dr.pass1.iters = 7
via_per_inst = 7.44
drt_iter0_markers = 2651
routed_wl_um = 85000
==> Yosys cell counts, drive strengths merged, types with 6 or more instances <==
master,count
and3,15
mux2,7
o22a,9
nor3,30
mux4,115
a32oi,47
dfrtp,177
xnor2,14
a41o,7
and3b,6
nor4b,6
o21ai,66
xor2,84
nor2b,28
o311ai,7
mux2i,139
inv,26
a31oi,142
a21oi,124
o22ai,18
nand3,66
nor2,181
nand2,244
a211oi,9
and2,34
nand2b,24
a311oi,6
buf,97
nor4,18
nand4,22
nor3b,15
a221oi,7
a22oi,208
clkbuf,174
o211ai,22
==> cell type report <==
class	count	area, sq um	area share [%]
clock buffers	19	443	2.11
inverters	28	105	0.501
repair buffers	211	1910	9.10
flip-flops and latches	177	4430	21.1
multi-input cells	1776	13300	63.5
diodes	3	7.51	0.0358
clock inverters	13	126	0.603
well taps	504	631	3.01
==> worst max-delay path, delay by kind of cell <==
family                 cells  cell delay (ps)
multiplexers               1              130
AND-OR/OR-AND              4              740
AND/OR/NAND/NOR            1              300
buffers and inverters      3             1670
==> metal layers <==
layer	share of wire, %	vias up
met5	0.21	-
met4	3.7	6
met3	18	251
met2	40	1750
met1	39	9756
li1	-	8545
==> flip-flops by register name (all words and copies together) (netlist names) <==
register    flops
lfst_array     49
lfst_vld      128
==> power by group through the flow <==
stage / sequential, mW / clock, mW / combinational (mW)
4_1_cts: 1.25 / 0.877 / 0.888
5_1_grt: 1.27 / 0.915 / 0.981
6_report: 1.28 / 0.880 / 0.910
==> stage by stage <==
stage | setup WS [ps] | power, mW | instance area (sq um) | utilization, %
2_1_floorplan | 2900 | 1.73 | 19000 | -
3_3_place_gp | 1680 | 2.15 | 20400 | 55.2
3_5_place_dp | 1660 | 2.16 | 20400 | 55.2
4_1_cts | 1660 | 3.02 | 21000 | 56.7
5_1_grt | 1420 | 3.17 | 21000 | 56.7
6_report | 1670 | 3.07 | 21000 | 56.7
==> final timing paths <==
| kind | startpoint | end | slack [ps] |
|---|---|---|---|
| setup reg to reg | lfst_array[3][4] | lfst_vld[3] | 5690 |
| setup / recovery | inst3_ssid_i[1] | inst3_lfs_vld_o | 1670 |
| hold / removal | lfst_vld[5] | lfst_vld[5] | 670 |
| min in group asynchronous | reset_n | lfst_array[2][4] | 1050 |
| max in group asynchronous | reset_n | lfst_vld[67] | 5480 |
| hold reg to reg | lfst_vld[5] | lfst_vld[5] | 670 |
==> cell families (layout without fill, tap and decap cells) <==
| logic type | count (synthesis) | after routing |
|---|---|---|
| AND-OR/OR-AND | 709 | 709 |
| multiplexers | 261 | 261 |
| flip-flops | 177 | 177 |
| XOR/XNOR | 98 | 98 |
| buffers and inverters | 299 | 271 |
| AND/OR/NAND/NOR | 708 | 708 |
| other | 0 | 3 |
No activity file was given, so power comes from the tool's default toggle rates.
