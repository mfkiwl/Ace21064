## design/flow/run.sh

```bash
#!/bin/bash
# OpenROAD 26Q1-2900-gdf79404cd8, Yosys 0.63+post, stock flow scripts
make -C /OpenROAD-flow-scripts/flow DESIGN_CONFIG=/design/flow/config.mk WORK_HOME=/design/flow/orfs finish
```

## design/flow/config.mk

```make
export PLATFORM = sky130hd
export DESIGN_NAME = spec_rfl
export DESIGN_NICKNAME = spec_rfl
export VERILOG_FILES = /design/flow/design.v
export SDC_FILE = /design/flow/constraint.sdc
export NUM_CORES = 4
export LEC_CHECK = 1
export CORE_UTILIZATION = 50
```

## design/flow/constraint.sdc

```tcl
current_design spec_rfl

set clk_period 30.8
set clk_io_pct 0.2

create_clock -name clk0 -period $clk_period [get_ports {clock}]

set non_clock_inputs [all_inputs -no_clocks]
set_input_delay [expr $clk_period * $clk_io_pct] -clock clk0 $non_clock_inputs
set_output_delay [expr $clk_period * $clk_io_pct] -clock clk0 [all_outputs]
```

## design/flow/design.v

```verilog
module spec_rfl(
  input wire            clock,
  input wire            reset_n,
  input wire            arch_fl_rec_i,
  input wire [48*7-1:0] arch_fl_rec_data_i, 
  input wire            inst0_rd_req_i,
  input wire            inst1_rd_req_i,
  input wire            inst2_rd_req_i,
  input wire            inst3_rd_req_i,
  input wire [6:0]      retire0_rls_rd_i,
  input wire [6:0]      retire1_rls_rd_i, 
  input wire [6:0]      retire2_rls_rd_i, 
  input wire [6:0]      retire3_rls_rd_i, 
  input wire [6:0]      retire4_rls_rd_i, 
  input wire [6:0]      retire5_rls_rd_i, 
  input wire [6:0]      retire6_rls_rd_i, 
  input wire [6:0]      retire7_rls_rd_i, 
  input wire            retire0_rls_rd_vld_i,
  input wire            retire1_rls_rd_vld_i, 
  input wire            retire2_rls_rd_vld_i, 
  input wire            retire3_rls_rd_vld_i, 
  input wire            retire4_rls_rd_vld_i, 
  input wire            retire5_rls_rd_vld_i, 
  input wire            retire6_rls_rd_vld_i, 
  input wire            retire7_rls_rd_vld_i, 
  input wire            arch_stall_i,
  output wire               spec_rfl_stall_o,
  output reg [6:0]          inst0_freereg_o,
  output reg [6:0]          inst1_freereg_o,
  output reg [6:0]          inst2_freereg_o,
  output reg [6:0]          inst3_freereg_o,
  output wire               inst0_freereg_vld_o,
  output wire               inst1_freereg_vld_o,
  output wire               inst2_freereg_vld_o,
  output wire               inst3_freereg_vld_o
);
  reg [5:0] cur_head_ptr;
  reg [5:0] cur_tail_ptr;
  reg [5:0] free_pr_cnt;         
  wire [5:0] freereg_req_total;	 
  wire [5:0] freereg_ret_total;   
  reg [5:0] wport0_idx;  
  reg [6:0] wport0_data;   
  reg       wport0_we;
  reg [5:0] wport1_idx;
  reg [6:0] wport1_data;
  reg       wport1_we;
  reg [5:0] wport2_idx;
  reg [6:0] wport2_data;
  reg       wport2_we;
  reg [5:0] wport3_idx;
  reg [6:0] wport3_data;
  reg       wport3_we;
  reg [5:0] wport4_idx;
  reg [6:0] wport4_data;
  reg       wport4_we;
  reg [5:0] wport5_idx;
  reg [6:0] wport5_data;
  reg       wport5_we;
  reg [5:0] wport6_idx;
  reg [6:0] wport6_data;
  reg       wport6_we;
  reg [5:0] wport7_idx;
  reg [6:0] wport7_data;
  reg       wport7_we;
  reg [5:0] rport0_idx;  
  reg [5:0] rport1_idx;
  reg [5:0] rport2_idx;
  reg [5:0] rport3_idx;
  reg [5:0] nxt_head_ptr;
  reg [5:0] nxt_tail_ptr;
  reg [6:0] rfl_mem [0:47];
  always @ ( * )
  begin
      inst0_freereg_o = rfl_mem[rport0_idx];
      inst1_freereg_o = rfl_mem[rport1_idx];
      inst2_freereg_o = rfl_mem[rport2_idx];
      inst3_freereg_o = rfl_mem[rport3_idx];
  end
  always @ ( posedge clock )
  begin
      case ({wport7_we,wport6_we,wport5_we,wport4_we,
             wport3_we,wport2_we,wport1_we,wport0_we})
      8'b00000001 : rfl_mem[wport0_idx] <= wport0_data; 
      8'b0000001? : rfl_mem[wport1_idx] <= wport1_data; 
      8'b000001?? : rfl_mem[wport2_idx] <= wport2_data; 
      8'b00001??? : rfl_mem[wport3_idx] <= wport3_data; 
      8'b0001???? : rfl_mem[wport4_idx] <= wport4_data; 
      8'b001????? : rfl_mem[wport5_idx] <= wport5_data; 
      8'b01?????? : rfl_mem[wport6_idx] <= wport6_data; 
      8'b1??????? : rfl_mem[wport7_idx] <= wport7_data; 
      default     : ;
      endcase
  end
  always @ ( * )
  begin
      nxt_head_ptr = cur_head_ptr;
      rport0_idx = 0;
      rport1_idx = 0;
      rport2_idx = 0;
      rport3_idx = 0;
      if (inst0_rd_req_i)
        begin
        rport0_idx = nxt_head_ptr;
        nxt_head_ptr = (nxt_head_ptr + 1) % 48;
        end
      if (inst1_rd_req_i)
        begin
        rport1_idx = nxt_head_ptr;
        nxt_head_ptr = (nxt_head_ptr + 1) % 48;
        end
      if (inst2_rd_req_i)
        begin
        rport2_idx = nxt_head_ptr;
        nxt_head_ptr = (nxt_head_ptr + 1) % 48;
        end
      if (inst3_rd_req_i)
        begin
        rport3_idx = nxt_head_ptr;
        nxt_head_ptr = (nxt_head_ptr + 1) % 48;
        end
      if (arch_stall_i)
        nxt_head_ptr = cur_head_ptr;
  end
  always @  *
  begin
    nxt_tail_ptr = cur_tail_ptr;
    wport0_idx  = 6'b0;
    wport0_data = 7'b0;
    wport0_we   = 1'b0;
    wport1_idx  = 6'b0;
    wport1_data = 7'b0;
    wport1_we   = 1'b0;
    wport2_idx  = 6'b0;
    wport2_data = 7'b0;
    wport2_we   = 1'b0;
    wport3_idx  = 6'b0;
    wport3_data = 7'b0;
    wport3_we   = 1'b0;
    wport4_idx  = 6'b0;
    wport4_data = 7'b0;
    wport4_we   = 1'b0;
    wport5_idx  = 6'b0;
    wport5_data = 7'b0;
    wport5_we   = 1'b0;
    wport6_idx  = 6'b0;
    wport6_data = 7'b0;
    wport6_we   = 1'b0;
    wport7_idx  = 6'b0;
    wport7_data = 7'b0;
    wport7_we   = 1'b0;
    if (retire0_rls_rd_vld_i)
      begin
      wport0_idx  = nxt_tail_ptr;
      wport0_data = retire0_rls_rd_i;
      wport0_we   = 1'b1;
      nxt_tail_ptr = (nxt_tail_ptr + 1) % 48;
      end
    if (retire1_rls_rd_vld_i)
      begin
      wport1_idx  = nxt_tail_ptr;
      wport1_data = retire1_rls_rd_i;
      wport1_we   = 1'b1;
      nxt_tail_ptr = (nxt_tail_ptr + 1) % 48;
      end
    if (retire2_rls_rd_vld_i)
      begin
      wport2_idx  = nxt_tail_ptr;
      wport2_data = retire2_rls_rd_i;
      wport2_we   = 1'b1;
      nxt_tail_ptr = (nxt_tail_ptr + 1) % 48;
      end
    if (retire3_rls_rd_vld_i)
      begin
      wport3_idx  = nxt_tail_ptr;
      wport3_data = retire3_rls_rd_i;
      wport3_we   = 1'b1;
      nxt_tail_ptr = (nxt_tail_ptr + 1) % 48;
      end
    if (retire4_rls_rd_vld_i)
      begin
      wport4_idx   = nxt_tail_ptr;
      wport4_data  = retire4_rls_rd_i;
      wport4_we    = 1'b1;
      nxt_tail_ptr = (nxt_tail_ptr + 1) % 48;
      end
    if (retire5_rls_rd_vld_i)
      begin
      wport5_idx   = nxt_tail_ptr;
      wport5_data  = retire5_rls_rd_i;
      wport5_we    = 1'b1;
      nxt_tail_ptr = (nxt_tail_ptr + 1) % 48;
      end
    if (retire6_rls_rd_vld_i)
      begin
      wport6_idx   = nxt_tail_ptr;
      wport6_data  = retire6_rls_rd_i;
      wport6_we    = 1'b1;
      nxt_tail_ptr = (nxt_tail_ptr + 1) % 48;
      end
    if (retire7_rls_rd_vld_i)
      begin
      wport7_idx   = nxt_tail_ptr;
      wport7_data  = retire7_rls_rd_i;
      wport7_we    = 1'b1;
      nxt_tail_ptr = (nxt_tail_ptr + 1) % 48;
      end
  end
  always @(posedge clock or negedge reset_n)
  begin
    if (!reset_n)
    begin
      cur_head_ptr <= 6'b0;
      cur_tail_ptr <= 6'b0;
      free_pr_cnt  <= 48;
    end
    else if (arch_fl_rec_i)
    begin
      cur_head_ptr <= nxt_tail_ptr;
      cur_tail_ptr <= nxt_tail_ptr;
      free_pr_cnt  <= (80-32);      
    end
    else
    begin
      cur_head_ptr <= nxt_head_ptr;
      cur_tail_ptr <= nxt_tail_ptr;
      free_pr_cnt  <= free_pr_cnt + freereg_ret_total;
    end
  end
  assign freereg_req_total = inst0_rd_req_i + inst1_rd_req_i
                           + inst2_rd_req_i + inst3_rd_req_i;
  assign freereg_ret_total = retire0_rls_rd_vld_i + retire1_rls_rd_vld_i 
                           + retire2_rls_rd_vld_i + retire3_rls_rd_vld_i
                           + retire4_rls_rd_vld_i + retire5_rls_rd_vld_i 
                           + retire6_rls_rd_vld_i + retire7_rls_rd_vld_i;
  assign spec_rfl_stall_o = (free_pr_cnt < (freereg_req_total)) ? 1'b1 : 1'b0;
  assign inst0_freereg_vld_o = inst0_rd_req_i & ~spec_rfl_stall_o & ~arch_stall_i;
  assign inst1_freereg_vld_o = inst1_rd_req_i & ~spec_rfl_stall_o & ~arch_stall_i;
  assign inst2_freereg_vld_o = inst2_rd_req_i & ~spec_rfl_stall_o & ~arch_stall_i;
  assign inst3_freereg_vld_o = inst3_rd_req_i & ~spec_rfl_stall_o & ~arch_stall_i;
endmodule
```

==> flow_summary.yaml <==
# flow metrics
power_and_ir_drop:
  ir_drop_v: 0.0000748
  power_density_nw_per_um2: 117
  fin_total_pwr_mw: 3.48
  leakage_nw: 10.0
cells_and_area:
  final_cells: 2865
  fin_util: 0.576
  syn_to_final_growth_pct: 13.0
  drive_gt1_frac: 0.256
route:
  dr_total_vias: 19984
  vias_per_cell: 6.98
  drcViolationCount: 0
  dr.first_iter.drc_count: 1498
  antenna_left: 0
  wl_per_cell_um: 31.3
  dr.pass1.iters: 6
  wl_um: 89700
worst_setup_path:
  cp-start-kind: "input pin"
  r2r-end: "cur_head_ptr[4]$_DFFE_PN0P_"
  critPathRequiredTime_ps: 24640
  slowest_delay_ps: 660
  crit_family: "AND-OR/OR-AND gates"
  cp_num_buf_inv: 4
  cp_slowest_cell: "o21ai_0"
  worst-setup-path-type: "in2out"
  r2r_start: "cur_tail_ptr[1]$_DFF_PN0_"
  cp.arrival_ps: 12040
  path_max_fanout: 15
  ff2ff_setup_slack_ps: 19120
  worstRegToRegCells: 59
  cp-end-kind: "output pin"
clock_network:
  cts-root-buf: "clkbuf_16"
  clk_pin_slew_worst_paths_ps: 60
  cts_tree: "done"
  hold_buffers: 0
  postCtsSetupRepairBufs: 0
  cts-resized-gates: 0
  worstSkewPairLatency_ps: 590
  h-tree-depth: 2
  cts.sinks: 354
  cts_buffer_depth: 3
  numCtsBuffers: 41
sta:
  rsz0062_at_grt: "no"
  fmax_ghz: 0.0549
  slew_viol_final: 0
  skew_ps: 26.4
  slew_headroom: 0.370
  finalSetupTns_ps: 0
  setup_slack_ps: 12600
  setup_viol: 0
  finalCritPeriodShare: 0.591
  min_period_ps: 18200
  worst_slew_pin_slew_ps: 918
  finalHoldViolations: 0
place:
  post-place-ws_ps: 12630
  dp_hpwl_um: 59700
  gp_congestion: 1.00
  dp_cells: 2790
  numPortBuffers: 104
logic_synthesis:
  ys_types: 84
  postSynthSeqShare: 0.401
  synthArstFlopShare: 0.0508
  adder_share: 0.0321
  ys_sh_mux: 0.320
  synth-simple-area-share: 0.131
  top_area_cell: "edfxtp_1"
  syn_inst: 2089
  ys_chip_area_sq_um: 26300
  aoi_share: 0.0696
  syn_area_sq_um: 26300
  xor_share: 0.0163
  yosys_register_bits: 354
  ys_warn_count: 8
  syn_area_per_cell_sq_um: 12.6
  logic_family: "multiplexers"
  synth.area.top_cells: "edfxtp_1 (38%), mux4_2 (30%), nand2_1 (5.7%), ha_1 (2.8%), nand3_1 (2.2%)"
  flop_cell: "edfxtp_1"
  yosysCellCount: 2089
  edf_count: 336
  netlist.area_leader.share: 0.383
min_path:
  hold_path.class: "reg2reg"
  whs_endpoint: "free_pr_cnt[5]$_DFF_PN1_"
  hold_path_depth: 2
  min-delay-start: "free_pr_cnt[5]$_DFF_PN1_"
global_route:
  grt_max_degree: 65
  grt_pass1_wl_um: 132000
  antenna_found_initial: 3
  grt-ovfl-total: 0
  grtUsageTotal: 0.378
  grt_pass1_vias: 20729
floorplan:
  core.rowCount: 83
  fp_util: 0.510
  die-area_sq_um: 53600
  io_pins: 441
  core_area_sq_um: 51600
  die_h_um: 231
  die_w_um: 231
job:
  warning_count: 386
  drv_cap: 0
outcome:
  status: "complete, no violations"
## tightest hold or removal path, cell delays in order, from the launching register on
cell and delay (ps):
dfstp_2 370, xnor2_1 150, nand2_1 50
## layout by cell type (no fill, tap or decap), types with 43 or more instances in the layout
master           instances
a21oi_1                 92
nor2_1                  76
and3_1                  43
buf_4                   83
mux4_2                 354
edfxtp_1               336
nand2_1                399
nand3_1                116
ha_1                    54
clkdlybuf4s50_1        104
## metrics by stage
stage,cell area (sq um),hold WS [ps]
finish,29700,570
global route,29700,598
CTS,29700,576
detailed placement,28400,568
global placement,28400,546
floorplan,26300,534
## layer usage
layer,part of all wire,vias to the layer above,global-route usage
met1,0.34,9717,0.494
met5,0.0085,-,0.107
met2,0.43,1584,0.509
met4,0.031,18,0.0888
li1,-,8491,-
met3,0.19,174,0.295
## layout make-up
cell class	instances	area (sq um)
fillers	4043	21900
multi-input cells	1537	15200
flip-flops and latches	354	10500
repair buffers	188	1680
clock buffers	46	1070
well taps	680	851
clock inverters	27	280
inverters	31	116
diodes	2	5.00
## cell families after synthesis
logic type | Yosys count
fa+ha+maj | 64
simple gates | 759
buf+inv | 198
compound gates | 273
mux | 397
xor+xnor | 44
flops | 354
## cells in the mapped netlist, drive strengths merged (34+ instances only)
cell / n
a21oi: 92
a31oi: 34
and3: 43
buf: 55
clkbuf: 112
edfxtp: 336
ha: 58
mux4: 354
nand2: 401
nand3: 116
nor2: 86
nor3: 39
o21ai: 38
## state kept, by name, summed over array words and instances (netlist names)
name,count
rfl_mem,336
cur_head_ptr,6
cur_tail_ptr,6
free_pr_cnt,6
## where the power goes
group	internal (mW)	leakage [nW]	switching (mW)
combinational	0.919	6.14	1.35
sequential	0.643	3.26	0.0755
clock	0.285	0.642	0.208
total	1.85	10.0	1.63
## worst max-delay path by stage
stage                  start                  to  slack (ps)  cells after the start
CTS           inst0_rd_req_i  inst3_freereg_o[5]       12600                     25
global route  inst0_rd_req_i  inst3_freereg_o[5]       12050                     25
finish        inst0_rd_req_i  inst3_freereg_o[5]       12600                     25
Power is estimated from default activity; no workload was simulated.
