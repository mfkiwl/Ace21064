$ cat design/flow/config.mk
export PLATFORM = sky130hd
export DESIGN_NAME = spec_rat
export DESIGN_NICKNAME = spec_rat
export VERILOG_FILES = /design/flow/design.v
export SDC_FILE = /design/flow/constraint.sdc
export NUM_CORES = 4
export LEC_CHECK = 1
export CORE_UTILIZATION = 40
$ cat design/flow/constraint.sdc
current_design spec_rat

set clk_period 7.9
set clk_io_pct 0.2

create_clock -name clk0 -period $clk_period [get_ports {clock}]

set non_clock_inputs [all_inputs -no_clocks]
set_input_delay [expr $clk_period * $clk_io_pct] -clock clk0 $non_clock_inputs
set_output_delay [expr $clk_period * $clk_io_pct] -clock clk0 [all_outputs]
$ cat design/flow/design.v
module spec_rat(
  input wire              clock,
  input wire [4:0]        inst0_ars1_i, 
  input wire [4:0]        inst0_ars2_i,     
  input wire [4:0]        inst0_ard_i,
  input wire [6:0]        inst0_prd_i,
  input wire              inst0_rd_we_i,
  input wire [4:0]        inst1_ars1_i,     
  input wire [4:0]        inst1_ars2_i,     
  input wire [4:0]        inst1_ard_i,  
  input wire [6:0]        inst1_prd_i,  
  input wire              inst1_rd_we_i,
  input wire [4:0]        inst2_ars1_i,     
  input wire [4:0]        inst2_ars2_i,     
  input wire [4:0]        inst2_ard_i,  
  input wire [6:0]        inst2_prd_i,  
  input wire              inst2_rd_we_i,
  input wire [4:0]        inst3_ars1_i,     
  input wire [4:0]        inst3_ars2_i,     
  input wire [4:0]        inst3_ard_i,  
  input wire [6:0]        inst3_prd_i,  
  input wire              inst3_rd_we_i,
  input wire              arch_rat_rec_i,  
  input wire [32*7-1 : 0] arch_rat_rec_data_i,
  input wire              arch_stall_i,
  output reg [6:0]            inst0_prs1_o,
  output reg [6:0]            inst1_prs1_o,
  output reg [6:0]            inst2_prs1_o,
  output reg [6:0]            inst3_prs1_o,
  output reg [6:0]            inst0_prs2_o,
  output reg [6:0]            inst1_prs2_o,
  output reg [6:0]            inst2_prs2_o,
  output reg [6:0]            inst3_prs2_o,
  output reg [6:0]            inst0_ard_o,
  output reg [6:0]            inst1_ard_o,
  output reg [6:0]            inst2_ard_o,
  output reg [6:0]            inst3_ard_o
);
reg [6:0] rat_mem [0:31];
always @ ( * )
begin
    inst0_prs1_o = rat_mem[inst0_ars1_i]; 
    inst0_prs2_o = rat_mem[inst0_ars2_i]; 
    inst1_prs1_o = rat_mem[inst1_ars1_i]; 
    inst1_prs2_o = rat_mem[inst1_ars2_i]; 
    inst2_prs1_o = rat_mem[inst2_ars1_i]; 
    inst2_prs2_o = rat_mem[inst2_ars2_i]; 
    inst3_prs1_o = rat_mem[inst3_ars1_i]; 
    inst3_prs2_o = rat_mem[inst3_ars2_i]; 
    inst0_ard_o  = rat_mem[inst0_ard_i];
    inst1_ard_o  = rat_mem[inst1_ard_i];
    inst2_ard_o  = rat_mem[inst2_ard_i];
    inst3_ard_o  = rat_mem[inst3_ard_i];
end
wire [3:0] rat_rd_we;
assign rat_rd_we = {(inst0_rd_we_i & ~arch_stall_i),
                    (inst1_rd_we_i & ~arch_stall_i),
                    (inst2_rd_we_i & ~arch_stall_i),
                    (inst3_rd_we_i & ~arch_stall_i)};
always @ (posedge clock)
begin
    if (arch_rat_rec_i)
    begin
        rat_mem[0]  <= arch_rat_rec_data_i[6:0];
        rat_mem[1]  <= arch_rat_rec_data_i[13:7];
        rat_mem[2]  <= arch_rat_rec_data_i[20:14];
        rat_mem[3]  <= arch_rat_rec_data_i[27:21];
        rat_mem[4]  <= arch_rat_rec_data_i[34:28];
        rat_mem[5]  <= arch_rat_rec_data_i[41:35];
        rat_mem[6]  <= arch_rat_rec_data_i[48:42];
        rat_mem[7]  <= arch_rat_rec_data_i[55:49];
        rat_mem[8]  <= arch_rat_rec_data_i[62:56];
        rat_mem[9]  <= arch_rat_rec_data_i[69:63];
        rat_mem[10] <= arch_rat_rec_data_i[76:70];
        rat_mem[11] <= arch_rat_rec_data_i[83:77];
        rat_mem[12] <= arch_rat_rec_data_i[90:84];
        rat_mem[13] <= arch_rat_rec_data_i[97:91];
        rat_mem[14] <= arch_rat_rec_data_i[104:98];
        rat_mem[15] <= arch_rat_rec_data_i[111:105];
        rat_mem[16] <= arch_rat_rec_data_i[118:112];
        rat_mem[17] <= arch_rat_rec_data_i[125:119];
        rat_mem[18] <= arch_rat_rec_data_i[132:126];
        rat_mem[19] <= arch_rat_rec_data_i[139:133];
        rat_mem[20] <= arch_rat_rec_data_i[146:140];
        rat_mem[21] <= arch_rat_rec_data_i[153:147];
        rat_mem[22] <= arch_rat_rec_data_i[160:154];
        rat_mem[23] <= arch_rat_rec_data_i[167:161];
        rat_mem[24] <= arch_rat_rec_data_i[174:168];
        rat_mem[25] <= arch_rat_rec_data_i[181:175];
        rat_mem[26] <= arch_rat_rec_data_i[188:182];
        rat_mem[27] <= arch_rat_rec_data_i[195:189];
        rat_mem[28] <= arch_rat_rec_data_i[202:196];
        rat_mem[29] <= arch_rat_rec_data_i[209:203];
        rat_mem[30] <= arch_rat_rec_data_i[216:210];
        rat_mem[31] <= arch_rat_rec_data_i[223:217];
    end
    else 
        case (rat_rd_we)
        4'b0001 : rat_mem[inst0_ard_i] <= inst0_prd_i;
        4'b001? : rat_mem[inst1_ard_i] <= inst1_prd_i;
        4'b01?? : rat_mem[inst2_ard_i] <= inst2_prd_i;
        4'b1??? : rat_mem[inst3_ard_i] <= inst3_prd_i;
        default : ;
        endcase
end
endmodule
$ cat design/flow/run.sh
#!/bin/bash
# OpenROAD 26Q1-2900-gdf79404cd8, Yosys 0.63+post, stock flow scripts
make -C /OpenROAD-flow-scripts/flow DESIGN_CONFIG=/design/flow/config.mk WORK_HOME=/design/flow/orfs finish
==> impl_metrics.ini <==
; flow metrics
[routing]
viasPerCell = 8.10
antenna_left = 0
drt_iter0_drc = 2298
first_pass_iters = 8
drt_wl_total_um = 153000
wl_per_cell_um = 49.7
via_count = 24964
drc = 0

[floorplan]
rows = 103
initial_utilization_pct = 40.4
fp.dieW_um = 285
die_h_um = 285
io_pins = 403
chipArea_mm2 = 0.0810
core_area_mm2 = 0.0790

[setup_path]
crit_arrival_ps = 4550
slowest_stage = buf_4
cp_data_required_time_ps = 6320
slowest_delay_ps = 590
critPathBufInv = 3
endpoint_kind = primary output
start_kind = primary input
path_class = primary input to primary output
critPathTopFamily = buffers and inverters
worstPathMaxFanout = 34
path_cells = buf_4, buf_4, mux4_2, mux4_2, mux2_2, clkdlybuf4s50_1

[synth]
ys_cells = 1981
synthCells = 1981
ys_area_mm2 = 0.0320
seq_area_frac_synth_pct = 21.1
mappedNetlistArea_mm2 = 0.0320
ys_ff = 224
avgSynthCellArea_um2 = 16.1
yosysWarnings = 4
edf_count = 224
synthArstFlopShare_pct = 0
ff_type = edfxtp_1
ys_types = 44

[cts]
cts_buffers = 22
cts-root-buf = clkbuf_16
tritoncts = built
holdBufCountCts = 0
cts_resized = 0
ctsLongestPathBuffers = 3
post_cts_buffers = 0
ctsHtreeMaxLevel = 1
clk_pin_slew_ps = 60
clock_sinks = 224

[pwr]
leakagePower_uw = 0.0113
vdd_drop_max_mv = 0.122
powerDensity_mw_per_mm2 = 147

[sta]
hold_viol = 0
period_used_pct = 77.6
report.final.slew_viol_count = 0
setup_viol = 0
fin_hold_ws_ps = 1730
tightest_slew_ps = 1050
rsz0062_at_grt = false
fin_ws_ps = 1770
period_minus_slack_ps = 6130
fmax_mhz = 163
finalSetupTns_ps = 0
slew_headroom_pct = 29.8

[final_layout]
fin_area_mm2 = 0.0367
drive_above_1_share_pct = 64.2
top_register = rat_mem
reg.largest.list = rat_mem (224)
areaGrowthSynthToFinish_pct = 14.8
fill_cells = 6541
largest_register_ffs = 224

[grt]
grt_overflow_total = 0
grt_pass1_vias = 27059
gr-usage-all-layers_pct = 41.2
grt_max_degree = 58
grt_antenna_before_repair = 10
grt_pass1_wl_um = 213000

[worst_hold_path]
hp-class = primary input to register

[job]
drv_cap = 0
warnings = 25

[placement]
hpwl_um = 111000
gp_congestion = 1.04
dp_worst_setup_slack_ps = 1750
placed_cell_area_mm2 = 0.0359
port_buffers = 402

[status]
status = finished, final reports clean
-- layout by cell type (no fill, tap or decap), types with 9 or more instances in the layout --
cell	instances
mux2_2	278
clkbuf_16	23
nor2_4	9
or2_2	25
nor2_1	9
nand2b_1	16
nand2_1	18
buf_2	12
nor2_2	16
mux4_2	840
edfxtp_1	224
mux2_1	31
clkdlybuf4s50_1	378
buf_4	79
-- worst paths after layout --
check                      from        endpoint  slack (ps)  cells past startpoint
max              inst3_ard_i[0]  inst3_ard_o[0]        1770                      6
min    arch_rat_rec_data_i[206]  rat_mem[29][3]        1730                      2
-- cell families (layout without fill, tap and decap cells) --
group / count (synthesis) / after routing / share of synthesized area [%]
muxes: 1149 / 1149 / 70.1
buffers and inverters: 459 / 507 / 5.66
DFF: 224 / 224 / 21.1
and+or+nand+nor: 114 / 114 / 2.25
AOI/OAI and AO/OA: 35 / 35 / 0.944
other: 0 / 2 / 0
-- layer usage --
layer  up-vias  share of wire (%)  global-route usage [%]
li1       8748                  -                       -
met1     12645                 29                    44.8
met2      3046                 44                    56.4
met3       499                 21                    35.8
met4        26                5.9                    17.0
met5         -               0.56                    8.81
-- synthesized netlist by cell type (16+ instances only) --
cell type    n  share of area [%]
buf_2       59               0.92
or2_2       25               0.49
mux2_1      31                1.1
clkbuf_1   358                4.2
edfxtp_1   224                 21
nand2b_1    16               0.31
nor2_2      16               0.31
nand2_1     18               0.21
mux4_2     840                 59
buf_1       38               0.45
mux2_2     278                9.8
-- per-stage QoR --
stage / util, % / cells / power [uW]
floorplan: - / 1981 / 3070
global placement: 45.5 / 3043 / 4140
detailed placement: 45.5 / 3043 / 4160
CTS: 46.4 / 3079 / 5310
global route: 46.4 / 3081 / 5520
finish: 46.4 / 3081 / 5410
-- layout make-up --
class / instances / area, um^2 / share of cell area, %
Tap cell: 1050 / 1310 / 3.58
Clock buffer: 25 / 583 / 1.59
Clock inverter: 11 / 194 / 0.529
Antenna cell: 2 / 5.00 / 0.0136
Inverter: 2 / 7.51 / 0.0205
Sequential cell: 224 / 6730 / 18.3
Timing Repair Buffer: 469 / 4440 / 12.1
Multi-Input combinational cell: 1298 / 23400 / 63.8
-- power breakdown --
group,switching [uW],total (uW),leakage [uW],internal [uW]
logic,862,2230,0.00875,1370
clock network,451,1140,0.000381,693
registers,603,2040,0.00219,1430
No activity file was given, so power comes from the tool's default toggle rates.
