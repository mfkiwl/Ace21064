==> flow/design.v <==
module ram_sp #(
  parameter DATAWIDTH = 64,
  parameter INDEXSIZE = 256,
  parameter LOGINDEX = 8,
  parameter INITVALUE = 0
)(
  input  wire                    clock,
  input  wire                    reset_n,
  input  wire                    we_in,
  input  wire [DATAWIDTH-1:0]    data_in,
  input  wire [LOGINDEX-1 :0]    index_in,
  output wire [DATAWIDTH-1:0]    data_out
);
  reg [LOGINDEX:0] index_tmp;
  reg [DATAWIDTH-1:0]  ram_f [INDEXSIZE-1:0];
  always @(posedge clock or negedge reset_n)
  begin
    if (!reset_n)
      for (index_tmp = 0; index_tmp < INDEXSIZE; index_tmp = index_tmp + 1)
        ram_f[index_tmp] <= INITVALUE;
    else
      if (we_in)
        ram_f[index_in] <= data_in;
  end
  assign  data_out = ram_f[index_in];
endmodule 
module ras(
  input  wire           clock,
  input  wire           reset_n,
  input  wire           flush_rt_i,
  input  wire           invalid_f1_i,
  input  wire           br_uncond_f1_i,  
  input  wire           bpd_pred_f1_i,
  input  wire [63:0]    brdec_rasdat_f1_i,   
  input  wire           btb_hit_f0_i,        
  input  wire           btb_brdir_f1_i, 
  input  wire [ 1:0]    btb_rasctl_f0_i,     
  input  wire [ 3:0]    bob_rasptr_f1r_i,    
  input  wire           bob_entryvld_f1r_i,
  output wire [63:0]    ras_data_f0_o,       
  output wire [ 3:0]    ras_ptr_f0_o         
);
  localparam NOOP    = 3'b00;        
  localparam PUSH    = 3'b01;        
  localparam POP     = 3'b10;        
  localparam POPPUSH = 3'b11;        
  reg  [ 3:0] ras_idx_cur;
  reg  [ 3:0] ras_idx_nxt;
  wire [63:0] ras_data_tmp;
  wire        ras_we;
  wire        ras_op;
  wire        ras_override;
  wire        ras_flush;
  wire [ 1:0] ras_ctl;
  reg  [ 3:0] ras_ptr_tmp;
  assign ras_override = bpd_pred_f1_i & br_uncond_f1_i & ~invalid_f1_i ;
  assign ras_ctl      = btb_rasctl_f0_i & {2{btb_hit_f0_i}};
  assign ras_flush    = flush_rt_i & bob_entryvld_f1r_i;
  assign ras_we       = ras_ctl[0] & ~ras_override; 
  assign ras_op       = (ras_ctl & {2{~ras_override}});
  always @ (posedge clock or negedge reset_n)
  begin
    if (!reset_n)
      ras_idx_cur <= 4'h0;
    else 
      ras_idx_cur <= ras_idx_nxt;
  end
  always @ *
  begin
      case (ras_op)
      NOOP    : begin
                  if (ras_flush)
                    ras_idx_nxt =  bob_rasptr_f1r_i;
                  else
                    ras_idx_nxt =  ras_idx_cur;           
                end
      PUSH    : begin
                  if (ras_flush)
                    ras_idx_nxt = (bob_rasptr_f1r_i+1)%16;
                  else
                    ras_idx_nxt = (ras_idx_cur+1)%16;
                end
      POP     : begin
                  if (ras_flush)
                    ras_idx_nxt = (bob_rasptr_f1r_i-1)%16;
                  else
                    ras_idx_nxt = (ras_idx_cur-1)%16;
                end
      POPPUSH : begin
                  if (ras_flush)
                    ras_idx_nxt =  bob_rasptr_f1r_i;
                  else
                    ras_idx_nxt =  ras_idx_cur;
                end
      default :;
      endcase
  end
  ram_sp #(64,16,4,0)
  stack_ram(
    .clock       (clock),
    .reset_n     (reset_n),
    .we_in       (ras_we),
    .index_in    (ras_idx_cur),
    .data_in     (brdec_rasdat_f1_i),
    .data_out    (ras_data_tmp)
  );
  assign ras_ptr_tmp = ras_ctl[1] ? (ras_ctl[0] ? ras_idx_cur : ras_idx_cur-1)
                                  : (ras_ctl[0] ? ras_idx_cur+1 : ras_idx_cur);
  assign ras_ptr_f0_o     = ras_flush ? bob_rasptr_f1r_i  : ras_ptr_tmp;
  assign ras_data_f0_o    = ras_we    ? brdec_rasdat_f1_i : ras_data_tmp;
endmodule
==> flow/run.sh <==
#!/bin/bash
# OpenROAD 26Q1-2900-gdf79404cd8, Yosys 0.63+post, stock flow scripts
make -C /OpenROAD-flow-scripts/flow DESIGN_CONFIG=/design/flow/config.mk WORK_HOME=/design/flow/orfs finish
==> flow/config.mk <==
export PLATFORM = sky130hd
export DESIGN_NAME = ras
export DESIGN_NICKNAME = ras
export VERILOG_FILES = /design/flow/design.v
export SDC_FILE = /design/flow/constraint.sdc
export NUM_CORES = 4
export LEC_CHECK = 1
export CORE_UTILIZATION = 40
==> flow/constraint.sdc <==
current_design ras

set clk_period 14.7
set clk_io_pct 0.2

create_clock -name clk0 -period $clk_period [get_ports {clock}]

set non_clock_inputs [all_inputs -no_clocks]
set_input_delay [expr $clk_period * $clk_io_pct] -clock clk0 $non_clock_inputs
set_output_delay [expr $clk_period * $clk_io_pct] -clock clk0 [all_outputs]
==> Changelog: implementation <==
### Physical design

* CTS buffer count at 107
* Fin crit period at 9.072 ns
* Pint at 0.007507 W
* Die X at 344.1 um
* Crit path largest cell delay at 0.59 ns
* Grt ovf at 0
* Met1 WL at 58470 um
* # DRC at 0
* Clock transition at path regs at 0.06 ns
* Die ar. at 118400 sq um
* Arrival @ worst endpoint at 6.13 ns
* Fp_density at 40.35%
* Hold buffer count at CTS at 0
* Area growth from synthesis to layout at 13.46%
* Cells along the critical path: clkdlybuf4s50_1 -> and3b_1 -> or2_4 -> buf_4 -> o22ai_1 -> a21oi_1 -> clkdlybuf4s50_1
* Sequential power share at 43.4%
* Measured slew at the worst slew-check pin at 1.013 ns
* Post-CTS sizing at 0
* Setup WS post-layout at 5.628 ns
* Post-CTS setup buffer count at 0
* Distinct cells, synth at 60
* Status: finished, final reports clean
* Clk Tree Root Cell: clkbuf_16
* Hpwl dp at 74130 um
* Worst Path Max Fanout at 27
* Metal3 WL at 8841 um
* Top Metal Used: met5
* Switching pwr at 0.003398 W
* Comb pwr share at 31.3%
* Period utilization at 61.72%
* Routed via count at 30530
* Post-synth seq share at 54.94%
* Post-DR vias/cell at 6.004
* H-tree depth at 3
* # clock sinks at 1028
* Async SR Flop Fraction at 100.0%
* Initial DRC count at 1897
* Die H at 344.1 um
* Critical path class: in -> out
* Global-route wire length before repair at 205400 um
* Ratio of cells with drive above 1 in the final layout at 37.61%
* Dpl ws at 5.634 ns
* RSZ-0062 raised after global routing: false
* Fmax achieved at 110.2 MHz
* Post-synthesis instance total at 3464
* Count of pins over their slew limit at 0
* # Cells Yosys at 3464
* Main flop type: dfrtp_1
* OpenROAD warning count at 31
* WL per Instance at 26.43 um
* Clock Skews at 0.03210 ns
* GPL Wtd Cong at 0.7948
* First-pass iteration count of the detailed router at 5
* Initial antenna violation count at 7
* Post-synthesis average cell area at 13.52 sq um
* Antenna viol nets, final at 0
* Chip Area, Yosys at 46820 sq um
* Critical path's most frequent cell: clkdlybuf4s50_1
* Core area at 116000 sq um
* CP max-delay cell: clkdlybuf4s50_1
* Final core occ at 45.78%
* Post-Syn Area at 46820 sq um
* Largest net degree at the start of global routing at 91
* Slew HR at 30.74%
* Max IR drop VDD at 0.1096 mV
* Hold Path Class: reg -> reg
* TritonCTS clock tree: done
* Row cnt at 125
* CP Launch Type: primary input
* Routed wl met2 at 63630 um
* Input/output buffers at 145
* Setup tns final at 0 ns
* EDFF count, synth at 0
* Nature of the critical path endpoint: output port
* Synth warn at 4
* I/O pin total at 147
* Final hold vios at 0
* Clk pwr share at 25.3%
* Clk buf depth at 3
* GRT Util Overall at 24.05%
* Power Dens Cells at 205.3 nW/um^2
* WP data required at 11.76 ns
* Synth Register Bits at 1028
* Final setup violating endpoints at 0
* Worst-skew pair later-pin latency at 0.69 ns
* Switching Fraction at 31.16%
* Overall routed net length at 134400 um
* Vias in the first global route at 31690
* Max cap viols at 0
* Pleak at 23.37 nW
==> sequential cells by signal, summed over array words and instances, names as in the netlist <==
register / count
ras_idx_cur: 4
stack_ram.ram_f: 1024
==> cell usage in the layout, fill, tap and decap left out, types with 7 or more instances in the layout <==
master / count
dfrtp_1: 1026
mux2_2: 1022
a22oi_1: 212
clkdlybuf4s50_1: 144
o22ai_1: 127
clkbuf_16: 111
a22o_1: 105
buf_4: 103
a21oi_1: 97
mux2i_1: 72
nand3_1: 60
a31oi_1: 58
o2bb2ai_1: 47
nand3b_1: 43
a2111oi_0: 42
a2bb2oi_1: 42
clkbuf_8: 38
clkbuf_1: 27
a32o_1: 13
nand2_1: 10
clkinv_2: 10
mux2_1: 9
inv_1: 8
a222oi_1: 8
nand3_4: 8
nor4_1: 7
==> power groups by stage <==
stage     registers (W)  logic [W]  clock network (W)
4_1_cts         0.00472    0.00344            0.00281
5_1_grt         0.00490    0.00369            0.00292
6_report        0.00473    0.00341            0.00276
==> synthesized netlist by cell type, types with 5 or more instances <==
| master | number | area share (%) |
|---|---|---|
| mux2i_1 | 72 | 1.5 |
| and2_1 | 5 | 0.067 |
| nor2b_1 | 8 | 0.11 |
| nand2_1 | 12 | 0.096 |
| a2bb2oi_1 | 42 | 0.79 |
| a22o_1 | 105 | 2.0 |
| nor3_1 | 6 | 0.064 |
| clkbuf_8 | 8 | 0.24 |
| buf_1 | 16 | 0.13 |
| ha_1 | 6 | 0.16 |
| nand3_2 | 7 | 0.15 |
| buf_6 | 22 | 0.53 |
| nand3_1 | 61 | 0.65 |
| mux2_2 | 1022 | 25 |
| clkbuf_1 | 189 | 1.5 |
| o22ai_1 | 127 | 1.7 |
| xnor2_1 | 6 | 0.11 |
| o2bb2ai_1 | 47 | 0.88 |
| mux2_1 | 9 | 0.22 |
| a2111oi_0 | 42 | 0.79 |
| or2_2 | 5 | 0.067 |
| nand3b_1 | 43 | 0.69 |
| a21oi_1 | 98 | 1.0 |
| buf_2 | 109 | 1.2 |
| o32ai_1 | 5 | 0.094 |
| a222oi_1 | 8 | 0.17 |
| a22oi_1 | 212 | 3.4 |
| a32o_1 | 13 | 0.28 |
| nor2_1 | 5 | 0.040 |
| a31oi_1 | 58 | 0.77 |
| a221oi_1 | 5 | 0.094 |
| nor4_1 | 7 | 0.094 |
| dfrtp_1 | 1028 | 55 |
| inv_1 | 8 | 0.064 |
==> metal layers <==
layer	track usage, %	up-vias
li1	-	13220
met5	0.2804	-
met4	5.319	8
met2	36.84	848
met3	6.386	223
met1	35.69	16220
==> through the flow <==
step                total power (W)  hold slack, ns  instances  cell area, sq um
global placement           0.008098          0.4672       4889             49520
global route                0.01151          0.5104       5083             53120
finish                      0.01091          0.4854       5084             53120
detailed placement         0.008194          0.4740       4889             49520
CTS                         0.01098          0.4872       5082             53120
floorplan                  0.006836          0.4574       3464             46820
==> cell families (layout without fill, tap and decap cells) <==
kind of cell             count (synthesis)  in the layout  share of synthesized area (%)
other                                    0              2                              0
multiplexers                          1103           1103                          26.34
AND-OR/OR-AND                          781            781                          12.28
buffers and inverters                  356            450                          3.701
XOR/XNOR                                 7              7                         0.1309
AND/OR/NAND/NOR                        183            183                          2.448
flip-flops                            1028           1028                          54.94
adder cells (fa/ha/maj)                  6              6                         0.1603
==> layout make-up <==
class	count	area, sq um
Clock buffer	176	3402
Fill cell	10270	62930
Antenna cell	2	5.005
Multi-Input combinational cell	2080	19600
Clock inverter	17	196.4
Tap cell	1524	1907
Inverter	8	30.03
Sequential cell	1028	25730
Timing Repair Buffer	249	2250
==> worst max-delay path, delay by kind of cell <==
kind            cells  cell delay (ns)
buf+inv             3             1.55
simple gates        2             0.95
compound gates      2             0.63
==> worst paths after layout <==
kind	from	to	cells past startpoint	slack, ns
setup / recovery	br_uncond_f1_i	ras_data_f0_o[28]	7	5.63
hold / removal	stack_ram.ram_f[7][36]	stack_ram.ram_f[7][36]	1	0.49
setup reg to reg	ras_idx_cur[2]	stack_ram.ram_f[10][44]	7	9.90
hold reg to reg	stack_ram.ram_f[7][36]	stack_ram.ram_f[7][36]	1	0.49
max in group asynchronous	reset_n	stack_ram.ram_f[9][22]	5	9.33
min in group asynchronous	reset_n	stack_ram.ram_f[5][55]	1	2.23
Power and IR drop assume default switching activity.
